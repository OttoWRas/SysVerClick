--- flow/config.mk ---
export PLATFORM = sky130hd
export DESIGN_NAME = Debouncer
export DESIGN_NICKNAME = Debouncer
export VERILOG_FILES = /design/flow/design.v
export SDC_FILE = /design/flow/constraint.sdc
export NUM_CORES = 4
export LEC_CHECK = 1
export CORE_AREA = 10 10 103 103
export DIE_AREA = 0 0 113 113
--- flow/constraint.sdc ---
current_design Debouncer

set clk_period 4.6
set clk_io_pct 0.2

create_clock -name clk0 -period $clk_period [get_ports {clk}]

set non_clock_inputs [all_inputs -no_clocks]
set_input_delay [expr $clk_period * $clk_io_pct] -clock clk0 $non_clock_inputs
set_output_delay [expr $clk_period * $clk_io_pct] -clock clk0 [all_outputs]
--- flow/run.sh ---
#!/bin/bash
# OpenROAD 26Q1-2900-gdf79404cd8, Yosys 0.63+post, stock flow scripts
make -C /OpenROAD-flow-scripts/flow DESIGN_CONFIG=/design/flow/config.mk WORK_HOME=/design/flow/orfs finish
--- flow/design.v ---
module Debouncer (input i_switch, clk,
						output o_switch);
const int tick_no = 1000000;
reg state = 0;
reg [31:0] count = 0;
always @ (posedge clk) 
	begin
	if(i_switch != state && count < tick_no)	 
		count <= count + 1;
	else if(count == tick_no)	 
		state <= i_switch;	 
	else
	   count <= 0;
end
assign o_switch = state;
endmodule
==> impl_metrics.sql <==
-- physical implementation figures
INSERT INTO impl_metrics (metric_group, metric, value, unit) VALUES
('detailed_routing', 'detailedRoute.firstPassIterationCount', '4', ''),
('detailed_routing', 'via_per_inst', '3.888', ''),
('sta', 'timing.final.hold_violations', '0', ''),
('sta', 'timing.final.ws_setup', '2.187', 'ns'),
('placement', 'place.detailed.instances', '251', ''),
('clock_network', 'clock_insertion_delay_at_the_later_pin_of_the_skew_report', '0.28', 'ns'),
('detailed_routing', 'n_antenna_cell', '0', ''),
('hold_path', 'hold_path_class', 'register to register', ''),
('clock_network', 'cts_max_path_buffers', '2', ''),
('sta', 'setup_viol', '0', ''),
('sta', 'timing_max_transition_violations_final', '0', ''),
('logic_synthesis', 'synth-main-ff-cell', 'edfxtp_1', ''),
('global_routing', 'initial_antenna_violation_count', '0', ''),
('global_routing', 'groute.usage.overall', '0.04125', ''),
('placement', 'dp_worst_setup_slack', '2.142', 'ns'),
('floorplan', 'fp.dieW', '113', 'um'),
('floorplan', 'floorplan.rows', '33', ''),
('setup_path', 'worstReg2RegStart', 'count[28]$_SDFFCE_PN0P_', ''),
('pwr', 'leakagePower', '0.6332', 'nW'),
('logic_synthesis', 'yosys_area', '1629', 'sq um'),
('cells_and_area', 'layout-drive-gt1-share', '0.1169', ''),
('logic_synthesis', 'synth-edff-count', '33', ''),
('detailed_routing', 'dr.first_iter.drc_count', '80', ''),
('clock_network', 'clock_tree.htree_level_count', '2', ''),
('floorplan', 'ioPinCount', '3', ''),
('clock_network', 'post_cts.repair.setup_buffers', '0', ''),
('floorplan', 'init_core_util', '0.1963', ''),
('logic_synthesis', 'post_synth_instance_area', '1629', 'sq um'),
('logic_synthesis', 'yosysCellCount', '135', ''),
('sta', 'post-route-period-util', '0.5246', ''),
('sta', 'period_needed', '2.413', 'ns'),
('logic_synthesis', 'yosys-top-cells-area', 'edfxtp_1 61%, nor2_1 4.4%, xor2_1 4.3%', ''),
('floorplan', 'chipHeight', '113', 'um'),
('setup_path', 'path_max_fanout', '19', ''),
('logic_synthesis', 'synth_cells', '135', ''),
('global_routing', 'first_global_vias', '979', ''),
('clock_network', 'cts_tree', 'done', ''),
('floorplan', 'die_area', '12770', 'sq um'),
('setup_path', 'arrival', '2.44', 'ns'),
('detailed_routing', 'drt-wirelength-per-cell', '9.637', 'um'),
('global_routing', 'gr-total-overflow', '0', ''),
('sta', 'timing.clock.skew', '0.003782', 'ns'),
('pwr', 'vdd.ir_drop.worst', '233.1', 'uV'),
('setup_path', 'timing.setup.critical_path_class', 'register to register', ''),
('detailed_routing', 'detailroute.via_count', '1007', ''),
('logic_synthesis', 'ys.flops', '33', ''),
('placement', 'hpwl', '1696', 'um'),
('placement', 'gp_congestion', '0.8115', ''),
('logic_synthesis', 'post-synth-top-area-fraction', '0.6083', ''),
('cells_and_area', 'finish.utilization', '0.2314', ''),
('logic_synthesis', 'seq_area_frac_synth', '0.6083', ''),
('hold_path', 'worstHoldStart', 'count[0]$_SDFFCE_PN0P_', ''),
('setup_path', 'worst_path_max_delay_cell', 'or4_1', ''),
('pwr', 'powerDensity', '317.1', 'nW/um^2'),
('setup_path', 'worst_setup_path_end_kind', 'register', ''),
('setup_path', 'crit_chain', 'nor4_1 > nand3_1 > or4_1 > buf_4', ''),
('clock_network', 'clock_sink_count', '33', ''),
('sta', 'fin_hold_ws', '0.6389', 'ns'),
('status', 'status', 'complete, no violations', ''),
('run', 'openroad.warnings', '26', ''),
('sta', 'setup_repair_after_global_routing_missed_its_margin', 'no', ''),
('sta', 'worst_slew_pin_slew', '0.7458', 'ns'),
('cells_and_area', 'layout-area-overhead-vs-synth', '17.90', '%'),
('logic_synthesis', 'yosys.area.top_type', 'edfxtp_1', ''),
('logic_synthesis', 'ys_warn_count', '1', ''),
('setup_path', 'max_stage_delay', '0.84', 'ns'),
('clock_network', 'hold_buffers', '0', ''),
('setup_path', 'worst_ep_required_time', '4.63', 'ns'),
('logic_synthesis', 'proportion_of_register_bits_with_asynchronous_set_or_reset_after_synthesis', '0', ''),
('sta', 'max-slew-margin-rel', '0.5024', ''),
('floorplan', 'core_ar', '8299', 'sq um');
==> report_power, final <==
group / total (mW) / switching (mW) / leakage [nW] / internal (mW)
logic: 0.00303 / 0.00179 / 0.196 / 0.00124
clock network: 0.272 / 0.110 / 0.0543 / 0.162
registers: 0.334 / 0.00138 / 0.383 / 0.333
total: 0.609 / 0.113 / 0.633 / 0.496
==> cells by family after synthesis <==
kind of cell,count (synthesis),synth area share
compound gates,13,0.05223
xor+xnor,14,0.07527
fa+ha+maj,2,0.01536
buf+inv,8,0.02611
flops,33,0.6083
other cells,1,0.002302
simple gates,64,0.2204
==> layout make-up <==
type	instances	area, sq um
fillers	866	6379
flip-flops and latches	33	991.0
multi-input cells	105	636.9
well taps	105	131.4
clock buffers	5	68.82
clock inverters	3	46.29
repair buffers	3	27.53
inverters	5	18.77
==> layer usage <==
layer | wire length (um) | global-route usage
met1 | 1201 | 0.05824
met2 | 1126 | 0.06183
met3 | 103 | 0.01229
met4 | 65 | 0.008460
met5 | 0 | 0
==> path summary, 6_finish.rpt <==
kind	end	slack, ns	depth (start not counted)
worst min-delay path	count[0]$_SDFFCE_PN0P_	0.64	1
worst max register to register	count[11]$_SDFFCE_PN0P_	2.19	4
worst max-delay path	count[11]$_SDFFCE_PN0P_	2.19	4
worst min register to register	count[0]$_SDFFCE_PN0P_	0.64	1
==> cells in the final DEF, fill, tap and decap left out <==
cell type        instances
and4bb_2                 1
bufinv_16                1
clkdlybuf4s50_1          2
nand2_1                  9
and3_1                   1
and4_4                   1
conb_1                  12
clkbuf_8                 5
o21ai_0                  3
o21bai_2                 1
nand3_1                  7
and4_1                   1
nand3b_1                 1
a31oi_1                  1
nor3_1                   3
o31ai_1                  2
buf_4                    1
xnor2_1                  6
nor2_1                  19
clkinvlp_4               1
edfxtp_1                33
or4_1                    2
nand4_4                  1
ha_1                     2
a21oi_1                  4
inv_1                    5
xor2_1                   8
clkinv_4                 1
a31o_2                   2
and4_2                   1
or3_2                    2
nor4_1                   6
and2_1                   1
nand4b_1                 1
nand4_1                  7
==> flip-flops by register name, indices dropped and copies added, names as in the netlist <==
signal / cells
state: 1
count: 32
==> through the flow <==
stage / total power, mW / area, sq um
floorplan: 0.3423 / 1670
global placement: 0.3439 / 1805
detailed placement: 0.3441 / 1805
CTS: 0.6165 / 1921
global route: 0.6312 / 1921
finish: 0.6091 / 1921
==> worst max-delay path, delay by kind of cell, from the launching register on <==
kind                   cells  cell delay (ns)
AND/OR/NAND/NOR            3             1.44
buffers and inverters      1             0.35
flip-flops                 1             0.36
Power figures rest on the tool's default switching activity, not on a simulated workload.
